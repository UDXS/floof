==> /design/flow/design.v <==
`default_nettype none
`default_nettype none
`default_nettype none
module anfFl_tex_addrGen
	(
		input [15:0] yPixel,
		input [15:0] xPixel,
		input [63:0] texMeta,
		output reg [31:0] address,
		output reg [3:0] yTexel,
		output reg [3:0] xTexel
	);
	localparam fmt_RGB_24 = 5'b000_00;
	localparam fmt_ARGB_32 = 5'b001_00;
	localparam fmt_RGB_16 = 5'b000_01;
	localparam fmt_ARGB_16 = 5'b001_01;
	localparam fmt_RGB_15 = 5'b010_01;
	localparam fmt_ARGB_15_PUNCHTHROUGH  = 5'b011_01;
	localparam fmt_RGB_ETC2 = 5'b000_10;
	localparam fmt_ARGB_ETC2 = 5'b001_10;
	localparam fmt_ARGB_ETC2_PUNCHTHROUGH = 5'b010_10;
	localparam fmt_R_EAC_UNSIGNED = 5'b100_10;
	localparam fmt_R_EAC_SIGNED = 5'b101_10;
	localparam fmt_RGB_24_TILED = 5'b000_11;
	localparam fmt_ARGB_32_TILED = 5'b001_11;
	localparam fmt_RGB_16_TILED = 5'b010_11;
	localparam fmt_ARGB_16_TILED = 5'b011_11;
	localparam fmt_R_8_TILED = 5'b100_11;
	localparam fmt_R_16_TILED = 5'b101_11;
	localparam fc_8BPC = 2'b00;
	localparam fc_16BITS = 2'b01;
	localparam fc_COMPRESSED = 2'b10;
	localparam fc_TILED = 2'b11;
	wire [4:0] format;
	wire [1:0] formatClass;
	wire [3:0] heightExp;
	wire [3:0] widthExp;
	wire [31:0] baseAddr;
	assign format = texMeta[4:0];
	assign formatClass = format[1:0];
	assign baseAddr = texMeta[63:32];
	assign heightExp = texMeta[8:5];
	assign widthExp = texMeta[12:9];
	wire [15:0] yOffset;
	wire [15:0] offsetPixels;
	assign yOffset = yPixel << widthExp;
	assign offsetPixels = yOffset + xPixel;
	wire [3:0] tiled_widthExp;
	wire [11:0] tiled_yBlock;
	wire [11:0] tiled_xBlock;
	wire [15:0] tiled_yOffset;
	wire [15:0] tiled_offsetBlocks;
	assign tiled_widthExp = widthExp - 4'd4;
	assign tiled_yBlock = yPixel[15:4];
	assign tiled_xBlock = xPixel[15:4];
	assign tiled_yOffset = {4'b0, tiled_yBlock} << tiled_widthExp;
	assign tiled_offsetBlocks = tiled_yOffset | {4'b0, tiled_xBlock};
	wire [3:0] tiled_yLocalPixel;
	wire [3:0] tiled_xLocalPixel;
	wire [7:0] tiled_localOffsetPixels;
	wire [31:0] tiled_offsetPixels; 
	assign tiled_yLocalPixel = yPixel[3:0];
	assign tiled_xLocalPixel = xPixel[3:0];
	assign tiled_localOffsetPixels = {tiled_yLocalPixel, tiled_xLocalPixel};
	assign tiled_offsetPixels = {8'b0, tiled_offsetBlocks, tiled_localOffsetPixels};
	wire [3:0] comp_widthExp;
	wire [13:0] comp_yBlock;
	wire [13:0] comp_xBlock;
	wire [15:0] comp_yOffset;
	wire [15:0] comp_offsetBlocks;
	assign comp_widthExp = widthExp - 4'd2;
	assign comp_yBlock = yPixel[15:2];
	assign comp_xBlock = xPixel[15:2];
	assign comp_yOffset = {2'b0, comp_yBlock} << comp_widthExp;
	assign comp_offsetBlocks = comp_yOffset | {2'b0, comp_xBlock};
	reg[31:0] relAddr;
	always @(*) begin
		yTexel = xPixel[3:0];
		xTexel = yPixel[3:0];
		case(formatClass)
			fc_8BPC: begin
				if(format == fmt_RGB_24) relAddr = {15'b0, offsetPixels, 1'b0} + {16'b0, offsetPixels};
				else if(format == fmt_ARGB_32) relAddr = {14'b0, offsetPixels, 2'b0}; 
			end
			fc_16BITS: begin 
				relAddr = {15'b0, offsetPixels, 1'b0};
			end
			fc_COMPRESSED: begin
				case(format)
					fmt_RGB_ETC2: relAddr = {13'b0, comp_offsetBlocks, 3'b0};
					fmt_ARGB_ETC2: relAddr = {12'b0, comp_offsetBlocks, 4'b0};
					fmt_R_EAC_UNSIGNED: relAddr = {13'b0, comp_offsetBlocks, 3'b0};
					default: relAddr = 32'b0;
				endcase
			end
			fc_TILED: begin 
				case(format)
					fmt_RGB_24_TILED: relAddr = {tiled_offsetPixels[30:0], 1'b0} + tiled_offsetPixels;
					fmt_ARGB_32_TILED: relAddr = {tiled_offsetPixels[29:0], 2'b0};
					fmt_RGB_16_TILED: relAddr = {tiled_offsetPixels[30:0], 1'b0};
					fmt_ARGB_16_TILED: relAddr = {tiled_offsetPixels[30:0], 1'b0};
					fmt_R_8_TILED: relAddr = tiled_offsetPixels;
					fmt_R_16_TILED: relAddr = {tiled_offsetPixels[30:0], 1'b0};
					default: relAddr = 32'b0;
				endcase
			end
		endcase
		address = baseAddr + relAddr;
	end
endmodule
==> /design/flow/run.sh <==
#!/bin/bash
# OpenROAD 26Q1-2900-gdf79404cd8, Yosys 0.63+post, stock flow scripts
make -C /OpenROAD-flow-scripts/flow DESIGN_CONFIG=/design/flow/config.mk WORK_HOME=/design/flow/orfs finish
==> /design/flow/config.mk <==
export PLATFORM = sky130hd
export DESIGN_NAME = anfFl_tex_addrGen
export DESIGN_NICKNAME = anfFl_tex_addrGen
export VERILOG_FILES = /design/flow/design.v
export SDC_FILE = /design/flow/constraint.sdc
export NUM_CORES = 4
export LEC_CHECK = 1
export CORE_UTILIZATION = 40
==> /design/flow/constraint.sdc <==
current_design anfFl_tex_addrGen

set clk_period 23.9
set clk_io_pct 0.2

create_clock -name clk0 -period $clk_period

set non_clock_inputs [all_inputs -no_clocks]
set_input_delay [expr $clk_period * $clk_io_pct] -clock clk0 $non_clock_inputs
set_output_delay [expr $clk_period * $clk_io_pct] -clock clk0 [all_outputs]
==> CHANGELOG.md <==
## Implementation

- Period utilization: 79.6%
- Utilization after layout: 49.4%
- CP Launch Type: input port
- GPL Wtd Cong: 0.948
- Via/cell ratio: 5.96
- Flop count: 0
- Final instance area: 7600 um2
- Clock buffer count: 0
- Routed WL: 20300 um
- Endpoint arrival time on the critical path: 14240 ps
- P_int: 0.217 mW
- Post-synthesis sequential area ratio: 0%
- Hold Path Origin: texMeta[63]
- Initial Util: 41.4%
- Critical path peak fanout: 37
- Met1 GRT Util: 37.6%
- Via count: 6942
- Reg area: 0 um2
- Die area: 16400 um2
- Cell Pwr Density: 60.8 nW/um2
- Clk pwr share: 0%
- Overflow after GRT: 0
- Layout cell share with drive strength beyond 1: 6.50%
- Initial antenna violation count: 0
- Cells after Synth: 872
- Final setup viols: 0
- I/O Pins: 136
- Setup_tns: 0 ps
- Syn_area_per_cell: 7.30 um2
- Largest net degree at the start of global routing: 38
- Antenna Cells: 0
- Post-Place Setup Slack: 4900 ps
- Lkg Pwr: 3.26 nW
- Worst Setup Path Type: in -> out
- Slew @ Worst Pin: 802 ps
- Switching pwr: 0.245 mW
- Logic area: 5990 um2
- Switching power share of the total: 53.0%
- Crit path setup slack, layout: 4880 ps
- Filler cells: 1570
- CTS Hold Buffers Added: 0
- Vias in the first global route: 6447
- Post-Syn Area: 6360 um2
- Antenna Nets Post-Route: 0
- # Post-CTS Setup Buffers: 0
- Hpwl dp: 16800 um
- First-pass GRT wire length: 32600 um
- Violation tally from detailed-route iteration zero: 514
- Fmax: 52.6 MHz
- Combinational cell fraction of total power: 100.0%
- Crit path time final: 19020 ps
- Count of max-cap constraint violations: 0
- Post-CTS sizing: 0
- Placed Area: 7600 um2
- Core Area: 15400 um2
- Tool Warnings: 57
- Hold EP: address[31]
- Fin. Hold Viols: 0
- Area Growth Syn to Fin: 19.4%
- Worst hold path class: in -> out
- # DRC: 0
- Worst Hold Depth: 3
- Crit-path slowest cell: xnor2_2
- GR peak layer: met2
- Row count: 45
- Final Max Slew Viols: 0
- Yosys chip area: 6360 um2
- Max incr delay on CP: 660 ps
- Met2 Track Usage GR: 39.8%
- Die Ht: 128 um
- RSZ-0062 raised after global routing: false
- Syn. warnings: 1
- Most used cell, CP: a21o_1
- Status: completed
- Cell count in the Yosys report: 872
- # port buffers: 113
- Wire length per cell: 17.4 um
- Worst EP required: 19120 ps
- Met3 GRT Util: 1.32%
- Cell Type Count: 87
- Die X: 128 um
- All-layer global routing usage: 25.2%
- Hold slack final: 10490 ps
- Max rail drop VDD: 0.0329 mV
- Share of power burned in registers: 0%
- Pre-antenna DRT Iters: 5
- Max-slew headroom: 46.4%
- Crit. End Element: output pin
[cell usage in the layout, fill, tap and decap left out, types with 11 or more instances in the layout]
cell type	n
o21bai_1	14
inv_1	35
nor2_1	76
a211oi_1	13
o22ai_1	12
o21ai_0	58
xor2_1	29
o21a_1	11
clkdlybuf4s50_1	113
a21o_1	36
mux2i_1	17
ha_1	82
xnor2_1	45
mux4_2	11
a21oi_1	75
o211ai_1	14
nand3_1	20
nand2_1	64
nor3_1	17
[final cells by class]
cell class	count	area share (%)
well taps	211	3.48
inverters	37	1.83
repair buffers	122	15.8
multi-input cells	795	78.9
[cell usage after synthesis (5+ instances only)]
| master | number | area share [%] |
|---|---|---|
| a21oi_1 | 75 | 5.9 |
| a221oi_1 | 9 | 1.2 |
| nor2b_1 | 10 | 0.98 |
| a31o_2 | 5 | 0.69 |
| ha_1 | 82 | 16 |
| or2_2 | 6 | 0.59 |
| inv_1 | 35 | 2.1 |
| nand3_1 | 20 | 1.6 |
| xnor2_1 | 45 | 6.2 |
| mux4_2 | 11 | 3.9 |
| a2111oi_0 | 6 | 0.83 |
| o21a_1 | 11 | 1.3 |
| nand2_1 | 64 | 3.8 |
| o22ai_1 | 12 | 1.2 |
| nor2_1 | 76 | 4.5 |
| o21ai_0 | 58 | 4.6 |
| o21bai_1 | 14 | 1.7 |
| a211oi_1 | 13 | 1.5 |
| mux2_1 | 7 | 1.2 |
| mux2i_1 | 17 | 2.7 |
| or3_1 | 5 | 0.49 |
| nor3_1 | 17 | 1.3 |
| o221ai_1 | 7 | 0.96 |
| nand2b_1 | 10 | 0.98 |
| a31oi_1 | 10 | 0.98 |
| a21o_1 | 36 | 4.2 |
| buf_4 | 10 | 1.2 |
| buf_2 | 9 | 0.71 |
| a22oi_1 | 10 | 1.2 |
| xor2_1 | 29 | 4.0 |
| clkbuf_1 | 16 | 0.94 |
| mux2_2 | 6 | 1.1 |
| o211ai_1 | 14 | 1.7 |
| and3_1 | 8 | 0.79 |
| a222oi_1 | 5 | 0.79 |
| and2_1 | 7 | 0.69 |
| o31a_1 | 5 | 0.69 |
[power by group through the flow]
stage / registers, mW / logic, mW / clock network (mW)
final: 0 / 0.462 / 0
after global routing: 0 / 0.514 / 0
after CTS: 0 / 0.458 / 0
[worst max-delay path by stage]
stage / startpoint / endpoint / slack, ps / depth (start not counted)
5_1_grt: texMeta[1] / address[29] / 4290 / 34
6_report: texMeta[1] / address[31] / 4880 / 34
4_1_cts: texMeta[1] / address[31] / 4880 / 34
[logic make-up after synthesis]
logic type               synth area share, %
AND-OR/OR-AND                           37.2
XOR/XNOR                                11.0
adder cells (fa/ha/maj)                 17.4
buffers and inverters                   5.78
multiplexers                            9.99
AND/OR/NAND/NOR                         18.7
[critical path, delay by kind of cell]
kind                       cells  cell delay (ps)
xor gates and xnor gates       4             1160
buffers and inverters          4             1430
AOI/OAI and AO/OA             17             4300
adders and majority gates      3             1010
and+or+nand+nor                6             1540
[routing by layer]
layer	routed length [um]	up-vias
met2	8970	244
met4	427	0
li1	-	3506
met3	1030	27
met5	0	-
met1	9820	3165
[through the flow]
stage | cells | power, mW
floorplan | 872 | 0.325
global route | 1165 | 0.514
finish | 1165 | 0.462
detailed placement | 1165 | 0.455
global placement | 1165 | 0.459
CTS | 1165 | 0.458
Power and IR drop assume default switching activity.
