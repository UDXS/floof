<file path="/design/flow/config.mk">
export PLATFORM = sky130hd
export DESIGN_NAME = anfFl_tex_coordDenorm
export DESIGN_NICKNAME = anfFl_tex_coordDenorm
export VERILOG_FILES = /design/flow/design.v
export SDC_FILE = /design/flow/constraint.sdc
export NUM_CORES = 4
export LEC_CHECK = 1
export CORE_AREA = 10 10 101 101
export DIE_AREA = 0 0 111 111
</file>
<file path="/design/flow/constraint.sdc">
current_design anfFl_tex_coordDenorm

set clk_period 4.8
set clk_io_pct 0.2

create_clock -name clk0 -period $clk_period

set non_clock_inputs [all_inputs -no_clocks]
set_input_delay [expr $clk_period * $clk_io_pct] -clock clk0 $non_clock_inputs
set_output_delay [expr $clk_period * $clk_io_pct] -clock clk0 [all_outputs]
</file>
<file path="/design/flow/design.v">
`default_nettype none
`default_nettype none
`default_nettype none
module anfFl_tex_coordDenorm
	(
		input [31:0] inCoord,
		input [3:0] lengthExp,
		output [15:0] outIndex
	);
	wire [31:0] signedFractional;
	wire [31:0] shifted;
	wire [15:0] truncated;
	wire [15:0] negativeTruncated;
	wire [15:0] length;
	wire [15:0] mirrored;
	assign signedFractional = {{16{inCoord[31]}}, inCoord[15:0]};
	assign shifted[31:1] = signedFractional << lengthExp;
	assign truncated = shifted[31:16];
	assign negativeTruncated = ~truncated + 1;
	assign length = 16'b1 << lengthExp;
	assign mirrored = length - negativeTruncated;
	assign outIndex = truncated[15] ? mirrored : truncated;
endmodule
</file>
<file path="/design/flow/run.sh">
#!/bin/bash
# OpenROAD 26Q1-2900-gdf79404cd8, Yosys 0.63+post, stock flow scripts
make -C /OpenROAD-flow-scripts/flow DESIGN_CONFIG=/design/flow/config.mk WORK_HOME=/design/flow/orfs finish
</file>
==> summary.txt <==
Implementation numbers.

- The flow ran to the end, but the final reports show violations.
- The checks that failed: negative setup slack.
- The via count of the first global-routing pass is approximately 2.3k.
- The design area is 0.003268 mm².
- The first global-routing pass estimated about 11000 µm of wire.
- The count of final hold-check violations is 0.
- The die span in x reads 111 µm.
- The total grt overflow is 0.
- The multiplexer share of the synthesized area is approximately 28%.
- For this design the ratio of total power to cell area is 120.3 mW/mm².
- The number of cells reported by Yosys stat comes to about 240.
- The largest individual stage delay along the critical path comes from the cell sky130_fd_sc_hd__mux4_2.
- The number of buffers added on ports is 37.
- The mean area per synthesized cell is between 7 and 8 µm².
- The portion of the post-synthesis area used by sequential elements is 0%.
- Headroom to the max-slew limit came out at 76.80%.
- The chip height is 111 µm.
- The DRC violations left is 0.
- The least setup slack across all paths after layout is -0.02123 ns.
- Detailed routing inserted a total of 2243 vias.
- The type of the worst min-delay path reads in -> out.
- STA classifies the critical path startpoint as an input port.
- The wire-length estimate of the detail-placed layout is 4735 µm.
- The post-detailed-route via-to-cell ratio reads 4.772.
- The final layout contains a sequential cell count of 0.
- The area reported by Yosys stat reads ~0.0018 mm².
- Setup repair after global routing could not meet its margin everywhere.
- The most used cell along the critical path reads sky130_fd_sc_hd__buf_6.
- Derived from the worst setup path, the maximum achievable clock frequency is 207.4 MHz.
- The core utilization at floorplan reads a little over a fifth.
- The average wire length per cell after detail routing is 13.48 µm.
- The stage delay of the slowest cell on the critical path reads around 0.47 ns.
- Per the post-place timing report, worst setup slack is -0.8066 ns.
- The number of diodes is 0.
- Summing the areas of all compound-gate instances in the mapped netlist gives 28.61% of the synthesized area.
- The synthesized netlist occupies a cell area of 0.001767 mm².
- The post-layout utilization of the core is 40.18%.
- The number of pins with negative max-slew slack in the final report reads 0.
- The transition time recorded at the tightest slew-check pin is 0.3464 ns.
- The hold buffer count at CTS is 0.
- STA puts the critical path data required time at about 3.8 ns.
- The number of DRC markers in iteration 0 reads roughly 84.
- The post-route netlist has 50.96% of its cells at a drive strength greater than 1.
- The count of max-cap constraint violations is 0.
- The number of filler instances in the final layout reads 741.
- Yosys mapped the design onto approximately 52 distinct sky130hd cell types.
- The layout clock buffer count is 0.
- The flip-flop and latch area is 0 µm².
- The number of nets with antenna violations after detailed routing reads 0.
- The static leakage reads 1.557 nW.
- The maximum vdd ir drop reads 31.77 µV.
- The area fraction in and, or, nand and nor cells is a little under a fifth.
- Per the detailed placement report, the placed cell area equals 0.002788 mm².
- The number of optimization iterations in the first detailed-route pass reads 4.
- The row count is 33.
- The core area reads 0.008134 mm².
- The routed design has 6334 µm of wire.
- The area fraction in full adders, half adders and majority gates reads 11.76%.
- Per the gpl log, the routability congestion estimate is approximately 0.9.
- The all-layer global routing usage reads slightly below 10%.
- Setup violations remaining at the end of the flow were counted as 2.
- The number of warnings printed during yosys synthesis is 0.
- The time the worst path needs with I/O delays and setup is 4.821 ns.
- The synthesized-area fraction occupied by xor and xnor cells is under 10%.
- The I/O pin count reads 52.
- The peak fanout along the critical path reads 5.
- The number of antenna violations at the first check in global routing reads 0.
- The synthesis-to-finish area growth is 84.99%.
- The endpoint kind of the worst setup timing path is an output pin.
- The class of the most critical setup path is in -> out.
- Entering global routing, the biggest net connects 15 pins.
- OpenROAD emitted warnings numbering ~49.
- The data arrival time at the worst-slack endpoint is around 3.9 ns.
- The chip area is 0.01232 mm².
- Of the available clock period, the critical path in the final layout requires 100.4%.
- The main logic family after synthesis reads AND-OR/OR-AND gates.
- The number of instances in the synthesized netlist reads 235.
- The signal on the critical path passes through buf_12 > buf_12 > mux2i_4 > buf_6 > mux4_2 > buf_6 > mux2i_4 > ha_4 > nor2b_4 > o31a_1 > a2bb2oi_4 > buf_6 > a311oi_2 > xnor2_1 > o22ai_1 > buf_2.
==> placed cells by master, fill, tap and decap left out, types with 4 or more instances in the layout <==
master                            count
sky130_fd_sc_hd__a21o_1              10
sky130_fd_sc_hd__o21a_1               4
sky130_fd_sc_hd__dlygate4sd2_1       17
sky130_fd_sc_hd__nand2_1             26
sky130_fd_sc_hd__buf_4               88
sky130_fd_sc_hd__nor3_1               5
sky130_fd_sc_hd__nand2b_1             4
sky130_fd_sc_hd__buf_2               12
sky130_fd_sc_hd__inv_1                6
sky130_fd_sc_hd__o21ai_0              5
sky130_fd_sc_hd__nor2_1              14
sky130_fd_sc_hd__ha_1                11
sky130_fd_sc_hd__mux4_2               7
sky130_fd_sc_hd__mux2i_1             17
sky130_fd_sc_hd__o21ai_2              4
sky130_fd_sc_hd__a21oi_1             12
sky130_fd_sc_hd__o22ai_1              4
sky130_fd_sc_hd__clkdlybuf4s50_1      5
sky130_fd_sc_hd__o21ai_1              9
sky130_fd_sc_hd__xor2_1               7
sky130_fd_sc_hd__buf_6               17
sky130_fd_sc_hd__a21oi_2              4
==> cell families (layout without fill, tap and decap cells) <==
kind of cell    after synthesis  count (layout)
simple gates                 74              74
mux                          36              36
xor+xnor                     11              11
compound gates               74              74
fa+ha+maj                    16              16
buf+inv                      24             154
==> critical path, delay by kind of cell <==
kind / cells / cell delay [ns]
AND-OR/OR-AND: 4 / 0.79
XOR/XNOR: 1 / 0.16
adder cells (fa/ha/maj): 1 / 0.24
buffers and inverters: 6 / 0.75
multiplexers: 3 / 0.84
AND/OR/NAND/NOR: 1 / 0.12
==> report_power, final <==
part | switching, mW | total (mW) | internal (mW)
logic | 0.169 | 0.393 | 0.224
registers | 0 | 0 | 0
clock network | 0 | 0 | 0
==> cell type report <==
| class | instances | area [µm²] | share of cell area, % |
|---|---|---|---|
| Multi-Input combinational cell | 211 | 1897 | 58.04 |
| Timing Repair Buffer | 146 | 1209 | 36.98 |
| Tap cell | 105 | 131.4 | 4.020 |
| Inverter | 8 | 31.28 | 0.9571 |
==> what timing repair did <==
action | CTS | global route
gates cloned | 1 | 0
setup buffers | 23 | 6
endpoints found under the setup margin | 15 | 12
pin swaps | 34 | 22
gates resized | 114 | 32
==> worst paths after layout <==
| kind | start | endpoint | slack [ns] | depth (start not counted) |
|---|---|---|---|---|
| setup / recovery | lengthExp[0] | outIndex[12] | -0.02 | 16 |
| hold / removal | inCoord[15] | outIndex[15] | 2.58 | 5 |
==> per-layer routing <==
metal  routed length [µm]  up-vias  share of wire (%)  track usage, %
li1                     -     1137                  -               -
met4                   98        0                1.5           1.128
met2                 2998       45                 47           16.94
met3                  216       10                3.4          0.6568
met5                    0        -                  0               0
met1                 3020     1051                 48           13.79
==> through the flow <==
stage	instances	power, mW	hold slack (ns)	setup TNS, ns
floorplan	235	0.1655	2.006	0
global route	470	0.4273	2.626	-0.4945
global placement	443	0.3328	3.091	-8.549
finish	470	0.3932	2.582	-0.03803
CTS	466	0.3736	2.591	-0.5670
detailed placement	443	0.3342	3.091	-8.686
==> cell usage after synthesis (all sizes together) (2+ instances only) <==
master | number | area [µm²]
xnor2 | 4 | 35.03
mux4 | 7 | 161.4
a21oi | 18 | 93.84
o21a | 4 | 30.03
mux2 | 6 | 71.31
nand2 | 29 | 108.9
mux2i | 23 | 255.2
and2 | 3 | 18.77
o211ai | 2 | 15.01
a211oi | 2 | 15.01
inv | 7 | 26.28
o22ai | 4 | 25.02
buf | 10 | 76.32
xor2 | 7 | 61.31
nor2b | 3 | 18.77
ha | 15 | 187.7
nand3 | 2 | 10.01
and3 | 2 | 12.51
a31oi | 5 | 37.53
nor2 | 20 | 75.07
a21o | 10 | 75.07
o21ai | 19 | 98.84
nor3 | 7 | 35.03
clkbuf | 6 | 32.53
nand2b | 4 | 25.02
Power and IR drop assume default switching activity.
